--- design/flow/run.sh ---
#!/bin/bash
# OpenROAD 26Q1-2900-gdf79404cd8, Yosys 0.63+post, stock flow scripts
make -C /OpenROAD-flow-scripts/flow DESIGN_CONFIG=/design/flow/config.mk WORK_HOME=/design/flow/orfs finish
--- design/flow/config.mk ---
export PLATFORM = sky130hd
export DESIGN_NAME = counter_up_down_moore
export DESIGN_NICKNAME = counter_up_down_moore
export VERILOG_FILES = /design/flow/design.v
export SDC_FILE = /design/flow/constraint.sdc
export NUM_CORES = 4
export LEC_CHECK = 1
export CORE_AREA = 10 10 70 70
export DIE_AREA = 0 0 80 80
--- design/flow/constraint.sdc ---
current_design counter_up_down_moore

set clk_period 1.4
set clk_io_pct 0.2

create_clock -name clk0 -period $clk_period [get_ports {clk}]

set non_clock_inputs [all_inputs -no_clocks]
set_input_delay [expr $clk_period * $clk_io_pct] -clock clk0 $non_clock_inputs
set_output_delay [expr $clk_period * $clk_io_pct] -clock clk0 [all_outputs]
--- design/flow/design.v ---
module counter_up_down_moore(count,enable,reset,clk);
	input reset,clk;
	input enable;
	output [2:0]count;
	reg [2:0] count,state,next_state;
	parameter
		s_0=2'b00,
		s_1=2'b01,
		s_2=2'b10,
		s_3=2'b11;
	always @( posedge clk)
		if(reset)
			state<=s_0;
		else
			state<=next_state;
	always @(state,enable)
		case (state)
			s_0:
				begin
					if(enable==1)
						begin
							count<=3'b000;
							next_state<=s_1;
						end
					else if(enable==0)
						next_state<=s_0;
				end
			s_1:
				begin
					if(enable==1)
						begin
							count<=count;
							next_state<=s_2;
						end
					else if(enable==0)
						next_state<=s_1;
				end
			s_2:
				begin
					if(enable==1)
						begin
							count<=count+1;
							next_state<=s_3;
						end
					else if(enable==0)
						next_state<=s_2;
				end
			s_3:
				begin
					if(enable==1)
						begin
							count<=count-1;
							next_state<=s_0;
						end
					else if(enable==0)
						next_state<=s_3;
				end
			default: 
			    begin
				    count<=3'bxxx;
					 next_state<=2'bxx;
				end
		endcase
endmodule
==> run notes <==
impl run done, here's what came out: worst-path cell chain=clkdlybuf4s50_1 > nor2b_2 > a211o_1, cts bufs inserted=3, R2R depth=2, Cell area leaders=dfxtp_1 29%, dlxtn_1 16%, mux2i_1 15%, Post-CTS Resized=0, Worst Path Required=1.53 ns, H-tree depth=1, Worst Tran Pin Value=0.277 ns, antenna violations before repair=0, asr flop ratio synth=0%, cell area power density=813 mW/mm2, xor/xnor share=3.18%, Log Warnings=25, number of synthesized flops with an enable pin=0, AND-OR/OR-AND Cells, Area Fraction=5.91%, port bufs=5, Reg area=125 um2, Via density=2.43, Setup Crit Path Kind=input port to flip-flop, Post-synth top cells=6 x nor2_1, 4 x dfxtp_1, 4 x mux2i_1, area share, top type=29.1%, endpoints left unconstrained=6, GRT overflow=0, Setup crit start kind=input port, worst reg2reg startpoint=state[0], RSZ-0062 raised after global routing=false, syn_area_per_cell=9.83 um2, CP max FO=6, die width=80 um, yosys warns=7, clock latency on the worst-skew pair=0.24 ns, Max Cap Viol=0, Logic cell area=128 um2, via count=197, Top non-seq family=simple AND/OR/NAND/NOR gates, first-pass GRT wire length=986 um, Worst Hold Depth=2, post-route clock skew=0.00600 ns, register pins left without a clock=3, critical path arrival=1.25 ns, Yosys Chip Area=275 um2, Adder Area Share=7.27%, DRC errors left=0, clock slew at reported path FFs=0.04 ns, dominant synthesized flop cell=dfxtp_1, post-CTS setup buffers=0, Root Buffer=clkbuf_4, Hold Vio Cnt, Final=0, Init Core Util=8.06%, Hold Buf Count CTS=0, antenna cells=0, MUX share of area=14.5%, Simple Share, Synth=15.5%, Die Footprint=0.00640 mm2, area leader, netlist=dfxtp_1, final hold slack=0.533 ns, largest buffer count on any clock path=2, Hold Path Sink=state[2], P&R area growth vs syn=43.2%, R2R setup slack=0.56 ns, Synth cell types=13, fin crit period=1.12 ns, pin count of the biggest net entering global routing=7, Tcrit/Tclk final=80.1%, synthesized instance count=28, Critical-path top delay cell=clkdlybuf4s50_1, max-slew violations=0, Initial DRT Pass Iterations=2, Die H=80 um, # rows=21, Max Fclk=0.892 GHz, worst rel slew slack=81.5%, Total GRT Usage=1.93%, placer congestion estimate=0.660, yosys cell count=28, Leakage=0.139 nW, crit end category=flip-flop, DRT iter0 DRCs=8, core area=0.00342 mm2, Fillers=401, layout cells sized above 1=11.4%, vias in the first global route=216, r2r endpoint=state[0], slowest cell delay on critical path=0.62 ns, TritonCTS clock tree=done, status=completed, Antenna Nets Post-Route=0, final setup fails=0, Flops after synth=7, synthesized cell area=275 um2, most common cell in the netlist=nor2_1, min-delay src=state[2], wire length per cell=6.72 um, drt total wl=544 um, min-delay worst type=flip-flop to flip-flop, Worst VDD drop=0.211 mV, Sum Neg Setup Slack=0 ns, io pins=6
stage by stage:
stage / cells / area (um2) / setup slack (ns) / utilization [%] / power (mW)
3_3_place_gp: 78 / 372 / 0.0592 / 10.9 / 0.171
5_1_grt: 81 / 394 / 0.227 / 11.5 / 0.344
6_report: 81 / 394 / 0.278 / 11.5 / 0.320
4_1_cts: 81 / 394 / 0.274 / 11.5 / 0.324
2_1_floorplan: 28 / 275 / 0.609 / - / 0.161
3_5_place_dp: 78 / 372 / 0.0164 / 10.9 / 0.175
flip-flops by register name (all words and copies together) (netlist names):
register and count:
state 4, count 3
critical path, delay by kind of cell:
family,cells,cell delay [ns]
AOI/OAI and AO/OA,1,0.27
buffers and inverters,1,0.62
and+or+nand+nor,1,0.07
per-layer routing:
metal	global-route usage [%]	routed length, um	vias to the layer above
met2	2.17	187	7
li1	-	-	102
met4	0.528	7	0
met3	1.93	102	2
met5	0	0	-
met1	2.41	246	86
area by class of cell:
| type | instances | area share [%] |
|---|---|---|
| multi-input combinational | 17 | 32.4 |
| timing repair buffer | 5 | 12.7 |
| clock buffer | 3 | 5.71 |
| sequential | 7 | 31.7 |
| inverter | 3 | 2.86 |
| tap | 46 | 14.6 |
report_power, final:
group,switching (mW),total [mW],internal [mW]
Sequential,0.00656,0.136,0.130
Clock,0.0516,0.148,0.0962
Combinational,0.0159,0.0365,0.0206
Total,0.0741,0.320,0.246
placed cells by master, fill, tap and decap left out, drive strengths merged:
cell	n
o21bai	1
nor2	6
dfxtp	4
dlxtn	3
inv	3
a211o	1
nor2b	1
clkdlybuf4s50	5
fa	1
nand2b	1
mux2i	4
nor3	1
xnor2	1
clkbuf	3
worst max-delay path by stage:
stage	startpoint	end	slack, ns	cells after the start
4_1_cts	enable	state[0]	0.27	3
5_1_grt	enable	state[0]	0.23	3
6_report	enable	state[0]	0.28	3
cell families after synthesis:
group,Yosys count
muxes,4
and+or+nand+nor,9
xor gates and xnor gates,1
AOI/OAI and AO/OA,2
buffers and inverters,4
DFF,4
latches,3
adders and majority gates,1
Power is estimated from default activity; no workload was simulated.
