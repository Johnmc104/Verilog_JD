**design.v**
```verilog
module counter_decimal_3_bit(reset,clk,out);
	input clk,reset;
	output [3:0] out;
	reg[3:0] state,next_state;
	reg [3:0] out;
	parameter
		s_0=4'b0000,
		s_1=4'b0001,
		s_2=4'b0010,
		s_3=4'b0011,
		s_4=4'b0100,
		s_5=4'b0101,
		s_6=4'b0110,
		s_7=4'b0111,
		s_8=4'b1000,
		s_9=4'b1001,
		dont_care_state=4'bx,
		dont_care_out=4'bx;
	always@(posedge clk)
		if(reset) state<=s_0;
		else state<=next_state;
	always@(state,reset)
		begin case(state)
		s_0: begin
			out<=4'b0000; 
			if(reset) next_state<=s_0;
			else next_state<=s_1;
			end
		s_1: begin
			out<=4'b0001;
			if(reset) next_state<=s_0;
			else next_state<=s_2;
			end
		s_2: begin
			out<=4'b0010;
			if(reset) next_state<=s_0;
			else next_state<=s_3;
			end
		s_3: begin
			out<=4'b0011;
			if(reset) next_state<=s_0;
			else next_state<=s_4;
			end
		s_4: begin
			out<=4'b0100;
			if(reset) next_state<=s_0;
			else next_state<=s_5;
			end
		s_5: begin
			out<=4'b0101;
			if(reset) next_state<=s_0;
			else next_state<=s_6;
			end
		s_6: begin
			out<=4'b0110;
			if(reset) next_state<=s_0;
			else next_state<=s_7;
			end
		s_7: begin
			out<=4'b0111;
			if(reset) next_state<=s_0;
			else next_state<=s_8;
			end
		s_8: begin
			out<=4'b1000;
			if(reset) next_state<=s_0;
			else next_state<=s_9;
			end
		s_9: begin
			out<=4'b1001;
			next_state<=s_0;
			end
		default: begin
			out<=dont_care_out;
			next_state<= dont_care_state;
			end
		endcase
	end
endmodule
module counter_decimal_3_bit_3(reset,clk,out);
	input reset,clk;
	output [11:0] out;
	wire [3:0] out0,out1,out2;
	wire ckl0,clk1;
	assign clk0=~out[3];
	assign clk1=~out[7];
	counter_decimal_3_bit m1 (.reset(reset),.clk(clk),.out(out0));
	counter_decimal_3_bit m2 (.reset(reset),.clk(clk0),.out(out1));
	counter_decimal_3_bit m3 (.reset(reset),.clk(clk1),.out(out2));
	assign out={out2,out1,out0};
endmodule
```
**run.sh**
```bash
#!/bin/bash
# OpenROAD 26Q1-2900-gdf79404cd8, Yosys 0.63+post, stock flow scripts
make -C /OpenROAD-flow-scripts/flow DESIGN_CONFIG=/design/flow/config.mk WORK_HOME=/design/flow/orfs finish
```
**config.mk**
```make
export PLATFORM = sky130hd
export DESIGN_NAME = counter_decimal_3_bit_3
export DESIGN_NICKNAME = counter_decimal_3_bit_3
export VERILOG_FILES = /design/flow/design.v
export SDC_FILE = /design/flow/constraint.sdc
export NUM_CORES = 4
export LEC_CHECK = 1
export CORE_AREA = 10 10 86 86
export DIE_AREA = 0 0 96 96
```
**constraint.sdc**
```tcl
current_design counter_decimal_3_bit_3

set clk_period 1.2
set clk_io_pct 0.2

create_clock -name clk0 -period $clk_period [get_ports {clk}]

set non_clock_inputs [all_inputs -no_clocks]
set_input_delay [expr $clk_period * $clk_io_pct] -clock clk0 $non_clock_inputs
set_output_delay [expr $clk_period * $clk_io_pct] -clock clk0 [all_outputs]
```
==> deck_impl_summary.md <==
Physical Implementation Snapshot

Final timing
  • Register pins left without a clock: 20
  • # setup viols final: 2
  • Actual slew at the worst max-slew pin: 0.5784 ns
  • Fmax: between 700 and 800 MHz
  • Slew Viols, Final: 0
  • Final worst slack: -0.2018 ns
  • Setup TNS: -0.3073 ns
  • Endpoints left unconstrained: 28
  • Final Critical Period: between 1 and 1.5 ns
  • Final period util: 116.8%
  • Hold WS: 0.4529 ns
  • Hold Violations, Final: 0
  • Clock Skews: around 0.0016 ns
  • Slew HR: approximately three fifths
  • RSZ-0062 raised after global routing: true

Finish
  • Reg area: 608.1 um^2
  • Layout cells sized above 1: 22.12%
  • Fin util: between 20% and 30%
  • Synth-to-layout area growth: 35.03%
  • Finished Layout Cells: about 180
  • Multi-input logic area: roughly 300 um^2
  • Fillers: ~610

Place
  • IO Port Bufs: 13
  • Placed Cells: 171
  • Detail Placement HPWL: roughly 1100 um
  • RePlAce Congestion: 0.7507

Logic synthesis
  • YS chip area: ~910 um^2
  • Flops after synth: 30
  • Mapped cell area: ~910 um^2
  • Synth area leader: dfxtp_1
  • Cell with the most instances after synthesis: dfxtp_1
  • Number of synthesis warnings: 2
  • Post-synthesis cell count: between 80 and 90
  • Largest type area fraction: around 66%
  • Asr flop ratio synth: 0%
  • Synth cell types: 11
  • Top cells, area: dfxtp_1, nor2b_1, or4_1
  • Syn_area_per_cell: approximately 11 um^2
  • Synth Flop Type: dfxtp_1
  • Commonest cells in the netlist: dfxtp_1, nor2b_1, nor2_1
  • Synth Seq Share: about two thirds
  • Number of enable flip-flop cells: 0
  • Cell total in the yosys stat output: between 80 and 90

Power and ir drop
  • Pleak: 0.5250 nW
  • Total power per unit cell area: ~650 nW/um^2
  • Max VDD drop: around 850 uV

Global routing
  • First-pass GRT wire length: approximately 2600 um
  • Vias in the first global route: about 560
  • GRT Total Usage: about 3.5%
  • Initial antenna violation count: 0
  • Largest net degree at the start of global routing: 21
  • GRT overflow: 0

Clock network
  • Latency at later pin: 0.23 ns
  • Clock tree from TritonCTS: built
  • Root buffer cell: clkbuf_8
  • Post-CTS Hold Buffers: 0
  • Reg clk slew, reported paths: ~0.050 ns
  • Total CTS buffers: 3
  • CTS H-Tree Depth: 1
  • Clock Path Buffers: 2

Floorplan
  • Core Region: approximately 5500 um^2
  • Die Y: 96 um
  • Die Width: around 96 um
  • Fp_density: between 10% and 20%
  • # IOs: 14
  • Site row count: 27
  • Die Footprint: slightly above 9000 um^2

Critical path
  • Arr. time, crit path: ~1.2 ns
  • Critical Path, Cell by Cell: or4_1, buf_2
  • Reg2reg start: m1.state[6]
  • CP endpoint kind: output port
  • Crit-path max cell delay: 0.51 ns
  • CP startpoint: m1.state[3]
  • CP required: around 0.96 ns
  • Slowest CP cell: or4_1
  • Critical path peak fanout: 2
  • Critical path launch point type: flop
  • WS Path Type: flop to output port

Status
  • Status: complete, but fails checks
  • Failing checks: negative setup slack

Detailed routing
  • ANT nets after route: 0
  • Drt wl/cell: about 8.5 um
  • First drt pass iteration count: 3
  • Detailed Route Iter0 Violations: 16
  • N_diodes: 0
  • Routed via count: approximately 570
  • DRC violations left: 0
  • Vias/cell: roughly 3.2
  • Final wirelength: approximately 1500 um

Job
  • Maxcap violations: 0
  • Tool warning count: 27

Min path
  • Worst hold start: m1.state[0]
  • HP Class: flop to flop
## registers in the layout, summed over array words and instances, names as in the netlist
signal    count
m1.state     10
m2.state     10
m3.state     10
## area by class of cell
| cell class | instances | share of cell area (%) |
|---|---|---|
| flip-flops and latches | 30 | 49.64 |
| multi-input cells | 50 | 25.13 |
| repair buffers | 18 | 12.77 |
| well taps | 72 | 7.354 |
| clock buffers | 4 | 4.494 |
| inverters | 2 | 0.6129 |
## logic make-up after synthesis
group | count (synthesis) | synth area share [%]
and+or+nand+nor | 50 | 31.59
buffers and inverters | 5 | 2.207
DFF | 30 | 66.21
## metal layers
metal  vias up  track usage, %  routed length (um)
met3         0           1.415                 147
li1        301               -                   -
met2        13           4.821                 565
met4         0          0.1229                   0
met5         -               0                   0
met1       254           5.289                 786
## power breakdown
part           switching, mW  total [mW]  internal [mW]
clock network          0.121       0.409          0.287
registers            0.00406       0.345          0.340
logic                 0.0229      0.0483         0.0254
total                  0.148       0.802          0.653
## per-stage QoR
step                      worst slack, ns  power (mW)  area (um^2)
after floorplan                    0.2195      0.3760        907.1
after global placement            -0.2686      0.4040         1145
after detailed placement          -0.2503      0.4030         1145
after CTS                         -0.2141      0.8145         1215
after global routing              -0.2557      0.8482         1225
final                             -0.2018      0.8015         1225
## what timing repair did
action,4_1_cts,5_1_grt
buffers inserted,1,0
pin swaps,5,3
setup endpoints to repair,4,4
gates resized,14,5
## final timing paths
check	endpoint	slack (ns)	cells after the start
setup reg to reg	m1.state[0]	0.45	1
setup / recovery	out[1]	-0.20	2
hold reg to reg	m1.state[5]	0.45	1
hold / removal	m1.state[5]	0.45	1
## worst max-delay path: cells and delay by family, from the launching register on
family | cells | cell delay, ns
buffers and inverters | 1 | 0.13
DFF | 1 | 0.30
and+or+nand+nor | 1 | 0.51
## layout by cell type (no fill, tap or decap)
cell type and count:
dlygate4sd2_1 1, nand2_1 5, nor3_4 1, or2_2 4, buf_4 5, clkbuf_8 4
clkdlybuf4s15_1 1, dfxtp_4 1, nor2b_2 1, nor2b_1 26, dfxtp_2 3, nor2_2 1
buf_2 1, nor3_1 2, clkdlybuf4s50_1 9, inv_1 2, dfxtp_1 26, clkbuf_2 1
or4_1 4, nor2_1 5, nor2_4 1
No activity file was given, so power comes from the tool's default toggle rates.
