<file path="./config.mk">
export PLATFORM = sky130hd
export DESIGN_NAME = full_adder_state
export DESIGN_NICKNAME = full_adder_state
export VERILOG_FILES = /design/flow/design.v
export SDC_FILE = /design/flow/constraint.sdc
export NUM_CORES = 4
export LEC_CHECK = 1
export CORE_AREA = 10 10 70 70
export DIE_AREA = 0 0 80 80
</file>
<file path="./constraint.sdc">
current_design full_adder_state

set clk_period 1.0
set clk_io_pct 0.2

create_clock -name clk0 -period $clk_period [get_ports {clk}]

set non_clock_inputs [all_inputs -no_clocks]
set_input_delay [expr $clk_period * $clk_io_pct] -clock clk0 $non_clock_inputs
set_output_delay [expr $clk_period * $clk_io_pct] -clock clk0 [all_outputs]
</file>
<file path="./design.v">
module full_adder_state(reset,a,b,ci,clk,s,co);
	input reset,a,b,ci,clk;
	output s,co;
	reg s,co;
	reg [1:0] state,next_state;
	parameter
		s_0=2'b00,
		s_1=2'b01,
		s_2=2'b10,
		s_3=2'b11;
	always @ (posedge clk or negedge reset)
		if(reset==0)
			state<=s_0;
		else
			state<=next_state;
	always @ (state,a,b,ci)
		begin
			case(state)
				s_0:
					begin
						s<=0;
						co<=0;
						if(~a&~b&~ci)
							next_state<=s_0;
						else if((~a&~b&ci)|(~a&b&~ci)|(a&~b&~ci))
							next_state<=s_1;
						else if((~a&b&ci)|(a&b&ci)|(a&b&~ci))
							next_state<=s_2;
						else if((a&b&ci))
							next_state<=s_3;
					end
				s_1:
					begin
						s<=1;
						co<=0;
						if(~a&~b&~ci)
							next_state<=s_0;
						else if((~a&~b&ci)|(~a&b&~ci)|(a&~b&~ci))
							next_state<=s_1;
						else if((~a&b&ci)|(a&b&ci)|(a&b&~ci))
							next_state<=s_2;
						else if((a&b&ci))
							next_state<=s_3;
					end
				s_2:
					begin
						s<=0;
						co<=1;
						if(~a&~b&~ci)
							next_state<=s_0;
						else if((~a&~b&ci)|(~a&b&~ci)|(a&~b&~ci))
							next_state<=s_1;
						else if((~a&b&ci)|(a&b&ci)|(a&b&~ci))
							next_state<=s_2;
						else if((a&b&ci))
							next_state<=s_3;
					end
				s_3:
					begin
						s<=1;
						co<=1;
						if(~a&~b&~ci)
							next_state<=s_0;
						else if((~a&~b&ci)|(~a&b&~ci)|(a&~b&~ci))
							next_state<=s_1;
						else if((~a&b&ci)|(a&b&ci)|(a&b&~ci))
							next_state<=s_2;
						else if((a&b&ci))
							next_state<=s_3;
					end
			endcase
		end
endmodule
</file>
<file path="./run.sh">
#!/bin/bash
# OpenROAD 26Q1-2900-gdf79404cd8, Yosys 0.63+post, stock flow scripts
make -C /OpenROAD-flow-scripts/flow DESIGN_CONFIG=/design/flow/config.mk WORK_HOME=/design/flow/orfs finish
</file>
==> run summary <==
flow finished, numbers: Die ar. 0.00640 mm^2, area grow syn2layout 112%, total power 0.291 mW, layout cell share with drive strength beyond 1 21.1%, GRT Util Overall 1.04%, Cell variety after synth 8, VDD IR max 152 uV, core area 0.00342 mm^2, Seq cells post-synth 4, worst endpoint data arrival time 0.73 ns, synthesized cell area 119 um^2, placed insts 62, Leak 0.0907 nW, Reg clk slew, reported paths 0.03 ns, largest net degree at the start of global routing 4, deepest clock path buffer count 2, die width 80 um, Tcrit/Tclk final 93.2%, first-pass GRT wire length 427 um, DR vias 93, MaxCap Viol Count 0, Top cell excl fill/tap clkdlybuf4s50_1, 1st-pass router iterations 1, CTS tree done, critical path depth 1, Critical Path End Type primary output, Root Driver clkbuf_4, Worst EP required 0.80 ns, final setup vio count 0, vias in the first global route 119, Max Fanout on Critical Path 1, n_diodes 0, initial antenna violation count 0, CTS buffer count 3, register pins left without a clock 2, Top cells excl fill/tap clkdlybuf4s50_1 (4), clkbuf_4 (3), Yosys chip area 119 um^2, grt ovf 0, Post-Layout Cell Count 65, fmax 1070 MHz, Slew @ Worst Pin 0.137 ns, Log Warnings 25, class of the most critical setup path reg2out, yosys cell count 12, CP bufs+invs 1, cell family with most CP delay flip-flops, critical path's slowest cell dfrtp_1, Antenna Nets Post-Route 0, Worst Hold Class in2async, final hold violation count 0, status complete, no violations, Worst path max stage delay 0.35 ns, Starting DRT DRC Count 0, WL/cell 4.42 um, unrepaired setup endpoints after global routing no, DRC viols 0, H-tree depth 1, gpl congestion 0.587, IO Count 7, Via density 1.43, Rel. slew slack 90.8%, Pwr Density 1160 mW/mm^2, final slew viol count 0, Die H 80 um, setup TNS 0 ns, endpoints left unconstrained 4, Initial Util 3.48%, Post-Route WL 287 um, PortBufs 6, Critical Path Start Type flop, Syn Inst Count 12, final worst path period need 0.932 ns, Yosys Warn Count 1, Mean Syn Cell Area 9.91 um^2, critical path cell sequence clkdlybuf4s15_1, number of core rows 21
## how the worst max path moves through the flow
| stage | from | slack [ns] | end |
|---|---|---|---|
| after CTS | state[1] | 0.05 | co |
| after global routing | state[1] | 0.01 | co |
| final | state[0] | 0.07 | s |
## cell usage after synthesis (all sizes together)
cell type	instances	area, um^2
dfrtp	2	50.1
nor2	2	10.0
clkbuf	2	7.51
xnor2	1	8.76
dlxtn	2	30.0
nand2	2	7.51
o21ai	1	5.00
## cell families (layout without fill, tap and decap cells)
logic type             after synthesis  count (layout)  share of synthesized area [%]
AND-OR/OR-AND                        1               1                           4.21
latches                              2               2                           25.3
XOR/XNOR                             1               1                           7.37
AND/OR/NAND/NOR                      4               4                           14.7
flip-flops                           2               2                           42.1
buffers and inverters                2               9                           6.32
## through the flow
step | cell area, um^2 | hold slack (ns) | worst slack, ns | utilization (%)
after floorplan | 119 | -0.0956 | 0.403 | -
after global placement | 229 | 0.368 | 0.0334 | 6.70
after detailed placement | 229 | 0.375 | 0.0348 | 6.70
after CTS | 251 | 0.136 | 0.0499 | 7.36
after global routing | 251 | 0.133 | 0.0131 | 7.36
final | 251 | 0.144 | 0.0680 | 7.36
## layout make-up
type                            instances  area (um^2)
Fill cell                             410         3160
Timing Repair Buffer                    6         60.1
Sequential cell                         4         80.1
Clock buffer                            3         22.5
Tap cell                               46         57.6
Multi-Input combinational cell          6         31.3
## what timing repair did
item	4_1_cts	5_1_grt
setup buffers	0	0
gates resized	4	0
endpoints found under the setup margin	2	0
hold buffers	0	0
## state kept, by name (all words and copies together) (netlist names)
signal,count
next_state,2
state,2
## power breakdown
part	internal (mW)	total (mW)	switching, mW
sequential	0.0872	0.0876	0.000428
clock	0.132	0.173	0.0409
combinational	0.0201	0.0306	0.0105
## metal layers
layer / vias to the layer above / share of wire [%] / wire length, um / GRT usage (%)
li1: 51 / - / - / -
met1: 38 / 21 / 61 / 0.334
met2: 4 / 48 / 139 / 1.52
met3: 0 / 30 / 86 / 2.05
met4: 0 / 0 / 0 / 0.528
met5: - / 0 / 0 / 0
No activity file was given, so power comes from the tool's default toggle rates.
